### run.sh
#!/bin/bash
# OpenROAD 26Q1-2900-gdf79404cd8, Yosys 0.63+post, stock flow scripts
make -C /OpenROAD-flow-scripts/flow DESIGN_CONFIG=/design/flow/config.mk WORK_HOME=/design/flow/orfs finish
### config.mk
export PLATFORM = sky130hd
export DESIGN_NAME = carrysave_adder
export DESIGN_NICKNAME = carrysave_adder
export VERILOG_FILES = /design/flow/design.v
export SDC_FILE = /design/flow/constraint.sdc
export NUM_CORES = 4
export LEC_CHECK = 1
export CORE_AREA = 10 10 70 70
export DIE_AREA = 0 0 80 80
### constraint.sdc
current_design carrysave_adder

set clk_period 2.3
set clk_io_pct 0.2

create_clock -name clk0 -period $clk_period

set non_clock_inputs [all_inputs -no_clocks]
set_input_delay [expr $clk_period * $clk_io_pct] -clock clk0 $non_clock_inputs
set_output_delay [expr $clk_period * $clk_io_pct] -clock clk0 [all_outputs]
### design.v
module carrysave_adder(p,q,r,sum,cout);
input [3:0]p,q,r;
output cout;
output [4:0]sum;
wire [3:0]c0,s0;
wire [2:0]c1;
full_adder fa1(p[0],q[0],r[0],s0[0],c0[0]);
full_adder fa2(p[1],q[1],r[1],s0[1],c0[1]);
full_adder fa3(p[2],q[2],r[2],s0[2],c0[2]);
full_adder fa4(p[3],q[3],r[3],s0[3],c0[3]);
full_adder fa5(c0[0],s0[1],1'b0,sum[1],c1[0]);
full_adder fa6(c0[1],s0[2],c1[0],sum[2],c1[1]);
full_adder fa7(c0[2],s0[3],c1[1],sum[3],c1[2]);
full_adder fa8(c0[3],1'b0,c1[2],sum[4],cout);
assign sum[0]=s0[0];
endmodule
module full_adder(a,b,c,sum,carry);
input a,b,c;
output sum,carry;
assign sum=a^b^c;
assign carry=a&b|b&c|c&a;
endmodule
==> impl_metrics.tcl <==
# collected from the flow reports
set metrics [dict create \
    dieArea_um2 6400 \
    std_cell_rows 21 \
    ir_worst_vdd_v 0.0000826 \
    place.gp.congestion 0.791 \
    common_cells "inv_1 (17), fa_1 (6), buf_4 (5)" \
    netlist_area_um2 246 \
    violations "setup timing" \
    synthSimpleGateAreaFrac 0 \
    relSlewSlack 0.914 \
    comb_power_share 1.000 \
    drv_slew 0 \
    syn_avg_cell_area_um2 8.22 \
    nClkBuffers 0 \
    synthAdderAreaFrac 0.589 \
    use_met2 0.0209 \
    core_um2 3420 \
    ios 18 \
    die_w_um 80 \
    regArea_um2 0 \
    max-cap-violations 0 \
    final_cell_area_um2 474 \
    path_max_fanout 1 \
    pwr-share-seq 0 \
    drt-initial-drc-count 0 \
    log.warning_count 35 \
    hpwlAfterDp_um 553 \
    dpl_cell_area_um2 462 \
    use_met3 0.0114 \
    fp_util 0.0722 \
    power.leakage_nw 0.220 \
    drive_above_1_share 0.651 \
    area_growth_pct 92.4 \
    setup_violations 4 \
    synthMuxAreaShare 0 \
    fp.dieH_um 80 \
    hold_end "sum[2]" \
    top_cells_by_area "fa_1 (49%), inv_1 (26%), buf_4 (15%)" \
    grt_most_used_layer "met1" \
    dr.pass1.iters 1 \
    total_power_mw 0.127 \
    ys_sh_xor 0 \
    path_class "input port to output pin" \
    placedCellCount 89 \
    ys_area_um2 246 \
    nFlopsAndLatches 0 \
    diodes 0 \
    ys_cells 30 \
    fillers 404 \
    top_cell_area_share 0.487 \
    min_path_type "input port to output pin" \
    fmax_ghz 0.361 \
    status "finished with violations" \
    hp-start "p[1]" \
    endpoint_kind "output pin" \
    finalHoldViolations 0 \
    grt_start_max_net_pins 2 \
    via_count 204 \
    drtAntennaViolNets 0 \
    top_area_cell "fa_1" \
    ys_top_logic_family "adder cells" \
    p_switching_mw 0.0484 \
    worstPathArrival_ps 2310 \
    p_int_mw 0.0784 \
    cp.required_ps 1840 \
    fin_crit_sh 1.20 \
    grt_pass1_wl_um 959 \
    swShare 0.382 \
    stdcell_count 89 \
    tightestPinTransition_ps 129 \
    setup_ws_ps -467 \
    route.detailed.drc 0 \
    yosysSeqAreaShare 0 \
    cts_hold_buf 0 \
    grt.total_usage 0.0179 \
    vias_per_cell 2.29 \
    synth_cell_types 4 \
    p_clk_frac 0 \
    layout_min_cycle_time_ps 2770 \
    grt-ovfl-total 0 \
    port_buffers 18 \
    most_common_cell "inv_1" \
    grt_pass1_vias 238 \
    postRouteWirelength_um 605 \
    whs_path_depth 6 \
    start_kind "input port" \
    hold_slack_ps 1580 \
    cellPowerDensity_nw_per_um2 267 \
    antenna_found_initial 0 \
    rsz0062_at_grt "yes" \
    yosys_warnings 0 \
    synth_cells 30 \
    drt-wirelength-per-cell_um 6.80 \
    grt.met1_usage 0.0276 \
    compound_area_frac 0 \
]
==> per-layer routing <==
| layer | vias to the layer above | routed length [um] |
|---|---|---|
| met5 | - | 0 |
| met4 | 0 | 0 |
| met3 | 0 | 104 |
| met2 | 18 | 173 |
| met1 | 90 | 327 |
| li1 | 96 | - |
==> what timing repair did <==
action                     CTS  global route
gates resized               43            14
setup endpoints to repair    6             4
setup buffers                0             0
pin swaps                    7             7
cloned                       0             0
==> power by group through the flow <==
stage / registers, mW / clock network [mW] / logic, mW
CTS: 0 / 0 / 0.117
global route: 0 / 0 / 0.148
finish: 0 / 0 / 0.127
==> cells by family after synthesis <==
family     after synthesis
buf+inv                 22
fa+ha+maj                8
==> metrics by stage <==
stage	setup slack (ps)	TNS (ps)	utilization
global route	-544	-1610	0.139
detailed placement	-1310	-5480	0.135
floorplan	-366	-817	-
CTS	-570	-1700	0.135
finish	-467	-1310	0.139
global placement	-1310	-5430	0.135
==> how the worst max path moves through the flow <==
stage     startpoint  depth (start not counted)     end  slack [ps]
4_1_cts         p[1]                         11  sum[4]        -570
5_1_grt         q[1]                         11  sum[4]        -540
6_report        q[1]                         11  sum[4]        -470
==> placed cells by master (no fill, tap or decap), drive strengths merged <==
| cell | count |
|---|---|
| clkbuf | 2 |
| clkdlybuf4s15 | 3 |
| ha | 2 |
| inv | 17 |
| dlygate4sd2 | 2 |
| buf | 7 |
| fa | 6 |
| clkdlybuf4s50 | 4 |
==> worst max-delay path: stages <==
cell	delay [ps]
buf_6	70
inv_2	30
fa_1	480
inv_2	80
ha_4	120
inv_2	30
fa_2	340
fa_2	340
inv_2	70
ha_4	200
buf_6	100
==> final cells by class <==
cell class | instances | area [um^2] | area share
Inverter | 17 | 71.3 | 0.150
Multi-Input combinational cell | 8 | 178 | 0.375
Tap cell | 46 | 57.6 | 0.121
Timing Repair Buffer | 18 | 168 | 0.354
Power and IR drop assume default switching activity.
