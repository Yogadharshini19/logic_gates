==> flow/design.v <==
module carrylook_ahead_adder(a,b,cin,cout,sum);
input [3:0]a,b;
input cin;
output [3:0]sum;
output cout;
wire [3:0]p,g;
wire [4:0]c;
assign p=a^b;
assign g=a&b;
assign c[0]=cin;
assign c[1]=(p[0]&c[0])|g[0];
assign c[2]=(p[0]&p[1]&c[0])|(p[1]&g[0])|g[1];
assign c[3]=(p[0]&p[1]&p[2]&c[0])|(p[1]&p[2]&g[0])|(p[2]&g[1])|g[2];
assign c[4]=(p[0]&p[1]&p[2]&p[3]&c[0])|(p[1]&p[2]&p[3]&g[0])|(p[2]&p[3]&g[1])|(p[3]&g[2])|g[3];
assign cout=c[4];
assign sum=p^c[3:0];
endmodule
==> flow/run.sh <==
#!/bin/bash
# OpenROAD 26Q1-2900-gdf79404cd8, Yosys 0.63+post, stock flow scripts
make -C /OpenROAD-flow-scripts/flow DESIGN_CONFIG=/design/flow/config.mk WORK_HOME=/design/flow/orfs finish
==> flow/config.mk <==
export PLATFORM = sky130hd
export DESIGN_NAME = carrylook_ahead_adder
export DESIGN_NICKNAME = carrylook_ahead_adder
export VERILOG_FILES = /design/flow/design.v
export SDC_FILE = /design/flow/constraint.sdc
export NUM_CORES = 4
export LEC_CHECK = 1
export CORE_AREA = 10 10 70 70
export DIE_AREA = 0 0 80 80
==> flow/constraint.sdc <==
current_design carrylook_ahead_adder

set clk_period 3.0
set clk_io_pct 0.2

create_clock -name clk0 -period $clk_period

set non_clock_inputs [all_inputs -no_clocks]
set_input_delay [expr $clk_period * $clk_io_pct] -clock clk0 $non_clock_inputs
set_output_delay [expr $clk_period * $clk_io_pct] -clock clk0 [all_outputs]
==> job_summary.md <==
### Flow metrics

| Metric | Value |
|---|---|
| Comb pwr share | 100.0% |
| Seq pwr share | 0% |
| Slew Viols, Final | 0 |
| Synth cell types | 7 |
| Synth warnings | 0 |
| Total track usage | 1.57% |
| Clk pwr share | 0% |
| WHS Endpoint | sum[3] |
| Worst EP required | 2400 ps |
| RSZ-0062 raised after global routing | false |
| Fin cells | 76 |
| # rows | 21 |
| Fill cells | 399 |
| Slew headroom | 89.1% |
| Area added between synthesis and finish | 166% |
| Core box area | 3420 um2 |
| DR iter-0 viols | 1 |
| Core Util at FP | 3.88% |
| DRT antenna net count | 0 |
| Top achievable clock speed | 344 MHz |
| Max-cap violations | 0 |
| # diodes | 0 |
| First-pass GRT wire length | 834 um |
| Power density cells | 171 nW/um2 |
| Outcome | finished clean |
| Worst hold path startpoint | b[3] |
| TNS Setup | 0 ps |
| Routed len/inst | 6.97 um |
| Critical Path Start Type | primary input |
| Horiz. Die Dim | 80 um |
| Yosys Chip Area | 133 um2 |
| Gr ovfl total | 0 |
| Final period utilization | 96.8% |
| VDD IR-drop max | 24.3 uV |
| Number of global-route vias before repair | 188 |
| Final Hold Fails | 0 |
| Yosys cell count | 13 |
| DP HPWL | 503 um |
| Die H | 80 um |
| Psw | 16.3 uW |
| Die footprint | 6400 um2 |
| Leak | 0.000146 uW |
| Clkbuf count | 0 |
| Synthesized area | 133 um2 |
| FF+latch area | 0 um2 |
| OpenROAD warning count | 32 |
| Vias | 167 |
| Placed Area | 353 um2 |
| IO buf count | 14 |
| Crit Path Category | in -> out |
| Internal power | 44.1 uW |
| # DRC | 0 |
| Largest net degree at the start of global routing | 4 |
| CP Max Fanout | 2 |
| Dpl ws | 37.1 ps |
| Time the worst path needs with I/O delays and setup | 2910 ps |
| Total Power | 60.4 uW |
| Final instance area | 353 um2 |
| Share of layout cells above drive strength 1 | 10.0% |
| CP arrival | 2310 ps |
| Sw frac | 27.0% |
| Routed WL | 530 um |
| Vias/cell | 2.20 |
| Hold WC Path Type | in -> out |
| GP Congestion | 0.754 |
| FFs & Latches | 0 |
| Setup crit end kind | output port |
| Cells after DPL | 76 |
| Synth Instances | 13 |
| Register share after synthesis | 0% |
| Worst-Margin Slew | 164 ps |
| # hold bufs at CTS | 0 |
| Hold-critical path depth | 4 |
| Detailed Routing Iterations Pass 1 | 3 |
| Post-synthesis average cell area | 10.2 um2 |
| Final setup vio count | 0 |
| Ports | 14 |
| Final WS setup | 94.9 ps |
| Antenna violations before repair | 0 |
how the worst max path moves through the flow:
stage | cells past startpoint | slack, ps | from | endpoint
finish | 6 | 90 | a[0] | sum[2]
global route | 6 | 5 | a[0] | sum[2]
CTS | 6 | 20 | a[0] | cout
stage by stage:
step           util [%]  hold WS (ps)
6_report           10.3          2280
5_1_grt            10.3          2320
4_1_cts            10.3          2290
3_5_place_dp       10.3          2280
3_3_place_gp       10.3          2280
2_1_floorplan         -          1300
Yosys cell counts:
library cell | number | area share, %
xnor2_1 | 1 | 6.6
a21oi_1 | 1 | 3.8
ha_1 | 4 | 38
a31o_1 | 1 | 6.6
a21o_1 | 3 | 17
fa_1 | 1 | 15
xor2_1 | 2 | 13
final cells by class:
class              count  area, um2  share of cell area [%]
well taps             46       57.6                    16.3
multi-input cells     13        133                    37.6
repair buffers        17        163                    46.1
cell families (layout without fill, tap and decap cells):
group	count (synthesis)	after routing	share of synthesized area [%]
AND-OR/OR-AND	5	5	27.4
adder cells (fa/ha/maj)	5	5	52.8
XOR/XNOR	3	3	19.8
buffers and inverters	0	17	0
routing by layer:
| metal | vias up | part of all wire, % | track usage, % |
|---|---|---|---|
| met5 | - | 0 | 0 |
| met4 | 0 | 0 | 0 |
| met3 | 0 | 16 | 0.455 |
| met2 | 13 | 31 | 2.09 |
| met1 | 71 | 53 | 2.51 |
| li1 | 83 | - | - |
cell usage in the layout, fill, tap and decap left out:
| cell type | netlist | routed |
|---|---|---|
| fa_1 | 1 | 1 |
| ha_1 | 4 | 4 |
| xnor2_1 | 1 | 1 |
| buf_4 | 0 | 3 |
| a21oi_1 | 1 | 1 |
| clkdlybuf4s50_1 | 0 | 14 |
| a21o_1 | 3 | 3 |
| a31o_1 | 1 | 1 |
| xor2_1 | 2 | 2 |
critical path: stages:
cell	delay [ps]
clkdlybuf4s50_1	430
ha_1	300
a21o_1	170
a21oi_1	180
xnor2_1	140
clkdlybuf4s50_1	490
power by group through the flow:
stage     registers, uW  logic [uW]  clock network (uW)
6_report              0        60.4                   0
5_1_grt               0        67.8                   0
4_1_cts               0        62.5                   0
timing repair:
action	4_1_cts	5_1_grt
hold endpoints to repair	0	0
setup endpoints to repair	0	2
gates resized	0	0
setup buffers	0	0
No activity file was given, so power comes from the tool's default toggle rates.
