File: /design/flow/design.v
module carryskip_adder(a,b,cin,sum,cout);
input [3:0]a,b;
input cin;
output [3:0]sum;
output cout;
wire [3:0]p,g;
wire [4:0]c;
wire s;
assign p=a^b;
assign g=a&b;
assign sum=p^c[3:0];
assign c[0]=cin;
assign c[1]=(p[0]&c[0])|g[0];
assign c[2]=(p[0]&p[1]&c[0])|(p[1]&g[0])|g[1];
assign c[3]=(p[0]&p[1]&p[2]&c[0])|(p[1]&p[2]&g[0])|(p[2]&g[1])|g[2];
assign c[4]=(p[0]&p[1]&p[2]&p[3]&c[0])|(p[1]&p[2]&p[3]&g[0])|(p[2]&p[3]&g[1])|(p[3]&g[2])|g[3];
assign s=p[0]&p[1]&p[2]&p[3];
mux m1(s,cin,c[4],cout);
endmodule
module mux(s,a,b,y);
input s,a,b;
output y;
assign y=s?a:b;
endmodule
File: /design/flow/run.sh
#!/bin/bash
# OpenROAD 26Q1-2900-gdf79404cd8, Yosys 0.63+post, stock flow scripts
make -C /OpenROAD-flow-scripts/flow DESIGN_CONFIG=/design/flow/config.mk WORK_HOME=/design/flow/orfs finish
File: /design/flow/config.mk
export PLATFORM = sky130hd
export DESIGN_NAME = carryskip_adder
export DESIGN_NICKNAME = carryskip_adder
export VERILOG_FILES = /design/flow/design.v
export SDC_FILE = /design/flow/constraint.sdc
export NUM_CORES = 4
export LEC_CHECK = 1
export CORE_AREA = 10 10 70 70
export DIE_AREA = 0 0 80 80
File: /design/flow/constraint.sdc
current_design carryskip_adder

set clk_period 5.0
set clk_io_pct 0.2

create_clock -name clk0 -period $clk_period

set non_clock_inputs [all_inputs -no_clocks]
set_input_delay [expr $clk_period * $clk_io_pct] -clock clk0 $non_clock_inputs
set_output_delay [expr $clk_period * $clk_io_pct] -clock clk0 [all_outputs]
==> job_summary.md <==
## PnR job results

| Metric | Value |
|---|---|
| Status | finished, final reports clean |
| Synthesized instance count | 17 |
| Final HPWL DP | 574.5 um |
| Row count | 21 |
| Number of clock buffers in the layout | 0 |
| Syn Std Cell Area | 153.9 sq um |
| Log Warnings | 32 |
| Top-count cell post-synth | ha_1 |
| DR DRC count | 0 |
| Core area | 3416 sq um |
| Antenna violations before repair | 0 |
| Wire length per cell | 8.325 um |
| Final TNS setup | 0 ns |
| I/O pins | 14 |
| Finished Cell Area | 351.6 sq um |
| Internal power | 27.51 uW |
| Flip-flops | 0 |
| Number of port buffers | 14 |
| Cell Type Count | 13 |
| GPL Wtd Cong | 0.8092 |
| Sequential Power Share | 0% |
| Yosys Instances | 17 |
| Synth-to-layout area growth | 128.5% |
| Fp util | 4.506% |
| Crit share post-route | 77.91% |
| Gate power share | 100.0% |
| Drt pass-1 iters | 4 |
| Max FO, Critical Path | 3 |
| Final Max Slew Viols | 0 |
| Mean post-synth cell area | 9.053 sq um |
| Final setup violation count | 0 |
| Crit Path Category | in2out |
| Grt total ovfl | 0 |
| First-pass GRT wire length | 917 um |
| Slowest CP cell | clkdlybuf4s50_1 |
| Share of cells above drive strength 1 | 6.452% |
| Worst slew pin tran | 0.1646 ns |
| Post-CTS Setup Bufs | 0 |
| Max_slew headroom | 88.98% |
| Sequential cell area | 0 sq um |
| Cell mode on critical path | clkdlybuf4s50_1 |
| Final min period | 3.895 ns |
| Final hold viol count | 0 |
| Number of global-route vias before repair | 166 |
| Top post-synthesis cells by count | ha_1 (4), xnor2_1 (2) |
| Filler Cells Inserted | 398 |
| Post-cts sizing count | 0 |
| Initial DRC Count | 9 |
| Fmax | 256.7 MHz |
| Largest area contributor in the netlist | ha_1 |
| Pwr Density | 118.0 nW/um^2 |
| Power Total | 41.50 uW |
| Largest net degree at the start of global routing | 5 |
| Synth Seq Share | 0% |
| Placed Area | 351.6 sq um |
| Switching portion of total power | 33.71% |
| Chip area line of the yosys report | 153.9 sq um |
| Critical path capture point type | output pin |
| Die height | 80 um |
| Clock power share | 0% |
| Peak supply drop | 0.01740 mV |
| Hold Crit Class | in2out |
| Antenna Cells | 0 |
| CTS Hold Bufs | 0 |
| Die Area | 6400 sq um |
| Drt via density | 2.325 |
| RSZ-0062 raised after global routing | no |
| Critical Path RT | 4.00 ns |
| CP max stage delay | 0.53 ns |
| # Max-Cap Violations | 0 |
| Max-area cell share | 32.52% |
| CP cell instances | clkdlybuf4s50_1 > ha_1 > a211o_1 > a21oi_2 > xnor2_1 > clkdlybuf4s50_1 |
| Data arrival, critical path | 2.90 ns |
| Sw power | 13.99 uW |
| Routed Antenna Nets | 0 |
| Leakage power | 0.1202 nW |
| WL final | 641 um |
| CP Launch Type | primary input |
| Worst Path Buf+Inv | 2 |
| Routed vias | 179 |
| Top cells, area | ha_1 (33%), fa_1 (13%), xnor2_1 (11%), a211o_1 (5.7%), a21oi_2 (5.7%) |
| Chip width | 80 um |
| Crit path max-delay family | buffers and inverters |
| Warning count from the yosys run | 0 |
| Total track usage | 1.804% |
## tightest hold or removal path, cell delays in order
cell and delay (ns):
clkdlybuf4s50_1 0.46, o22ai_1 0.14, a31oi_1 0.07, clkdlybuf4s50_1 0.46
## power groups by stage
stage | clock network (mW) | logic [mW] | registers (mW)
after CTS | 0 | 0.0416 | 0
after global routing | 0 | 0.0457 | 0
final | 0 | 0.0415 | 0
## placed cells by master (no fill, tap or decap)
master / netlist / routed
o21a_2: 1 / 1
ha_1: 4 / 4
a21oi_2: 1 / 1
xor2_1: 1 / 1
nor2_1: 1 / 1
xnor2_1: 2 / 2
clkdlybuf4s50_1: 0 / 14
nand2_1: 1 / 1
nand4_1: 1 / 1
a211o_1: 1 / 1
o21ai_1: 1 / 1
a31oi_1: 1 / 1
fa_1: 1 / 1
o22ai_1: 1 / 1
## metal layers
layer / track usage (%) / vias to the layer above / wire length (um)
met5: 0 / - / 0
met2: 1.124 / 14 / 108
li1: - / 95 / -
met4: 0 / 0 / 0
met3: 2.955 / 0 / 241
met1: 2.518 / 70 / 291
## metrics by stage
| stage | instances | util, % | hold WS [ns] | worst slack (ns) |
|---|---|---|---|---|
| after floorplan | 17 | - | 2.104 | 2.202 |
| after global placement | 77 | 10.29 | 3.091 | 1.128 |
| after detailed placement | 77 | 10.29 | 3.099 | 1.118 |
| after CTS | 77 | 10.29 | 3.110 | 1.107 |
| after global routing | 77 | 10.29 | 3.154 | 1.017 |
| final | 77 | 10.29 | 3.124 | 1.105 |
## logic make-up (layout without fill, tap and decap cells)
logic type	after synthesis	after routing	synth area share, %
AND-OR/OR-AND	6	6	28.46
XOR/XNOR	3	3	17.08
adder cells (fa/ha/maj)	5	5	45.53
buffers and inverters	0	14	0
AND/OR/NAND/NOR	3	3	8.941
## final timing paths
check	from	endpoint	slack, ns	depth (start not counted)
hold / removal	cin	cout	3.12	4
setup / recovery	a[0]	sum[3]	1.10	6
## final cells by class
cell class | count | area [sq um] | share of cell area [%]
multi-input combinational | 17 | 153.9 | 43.77
tap | 46 | 57.56 | 16.37
timing repair buffer | 14 | 140.1 | 39.86
Power is estimated from default activity; no workload was simulated.
